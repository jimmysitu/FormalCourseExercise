File: /design/flow/run.sh
#!/bin/bash
# OpenROAD 26Q1-2900-gdf79404cd8, Yosys 0.63+post, stock flow scripts
make -C /OpenROAD-flow-scripts/flow DESIGN_CONFIG=/design/flow/config.mk WORK_HOME=/design/flow/orfs finish
File: /design/flow/config.mk
export PLATFORM = sky130hd
export DESIGN_NAME = wbpriarbiter
export DESIGN_NICKNAME = wbpriarbiter
export VERILOG_FILES = /design/flow/design.v
export SDC_FILE = /design/flow/constraint.sdc
export NUM_CORES = 4
export LEC_CHECK = 1
export CORE_AREA = 10 10 104 104
export DIE_AREA = 0 0 114 114
File: /design/flow/constraint.sdc
current_design wbpriarbiter

set clk_period 3.6
set clk_io_pct 0.2

create_clock -name clk0 -period $clk_period [get_ports {i_clk}]

set non_clock_inputs [all_inputs -no_clocks]
set_input_delay [expr $clk_period * $clk_io_pct] -clock clk0 $non_clock_inputs
set_output_delay [expr $clk_period * $clk_io_pct] -clock clk0 [all_outputs]
File: /design/flow/design.v
`default_nettype	none
module	wbpriarbiter(i_clk,
	i_a_cyc, i_a_stb, i_a_we, i_a_adr, i_a_dat, i_a_sel, o_a_ack, o_a_stall, o_a_err,
	i_b_cyc, i_b_stb, i_b_we, i_b_adr, i_b_dat, i_b_sel, o_b_ack, o_b_stall, o_b_err,
	o_cyc, o_stb, o_we, o_adr, o_dat, o_sel, i_ack, i_stall, i_err);
	parameter			DW=32, AW=32;
	parameter	[0:0]		OPT_ZERO_ON_IDLE = 1'b0;
	parameter	[0:0]		F_OPT_CLK2FFLOGIC = 1'b0;
	input	wire			i_clk;
	input	wire			i_a_cyc, i_a_stb, i_a_we;
	input	wire	[(AW-1):0]	i_a_adr;
	input	wire	[(DW-1):0]	i_a_dat;
	input	wire	[(DW/8-1):0]	i_a_sel;
	output	wire			o_a_ack, o_a_stall, o_a_err;
	input	wire			i_b_cyc, i_b_stb, i_b_we;
	input	wire	[(AW-1):0]	i_b_adr;
	input	wire	[(DW-1):0]	i_b_dat;
	input	wire	[(DW/8-1):0]	i_b_sel;
	output	wire			o_b_ack, o_b_stall, o_b_err;
	output	wire			o_cyc, o_stb, o_we;
	output	wire	[(AW-1):0]	o_adr;
	output	wire	[(DW-1):0]	o_dat;
	output	wire	[(DW/8-1):0]	o_sel;
	input	wire			i_ack, i_stall, i_err;
	reg	r_a_owner;
	initial	r_a_owner = 1'b1;
	always @(posedge i_clk)
		if (!i_b_cyc)
			r_a_owner <= 1'b1;
		else if ((i_b_cyc)&&(i_b_stb)&&(!i_a_cyc))
			r_a_owner <= 1'b0;
	assign o_cyc = (r_a_owner) ? i_a_cyc : i_b_cyc;
	assign o_we  = (r_a_owner) ? i_a_we  : i_b_we;
	assign o_stb   = (r_a_owner) ? i_a_stb   : i_b_stb;
	generate if (OPT_ZERO_ON_IDLE)
	begin
		assign	o_adr     = (o_stb)?((r_a_owner) ? i_a_adr  : i_b_adr):0;
		assign	o_dat     = (o_stb)?((r_a_owner) ? i_a_dat  : i_b_dat):0;
		assign	o_sel     = (o_stb)?((r_a_owner) ? i_a_sel  : i_b_sel):0;
		assign	o_a_ack   = (o_cyc)&&( r_a_owner) ? i_ack   : 1'b0;
		assign	o_b_ack   = (o_cyc)&&(!r_a_owner) ? i_ack   : 1'b0;
		assign	o_a_stall = (o_cyc)&&( r_a_owner) ? i_stall : 1'b1;
		assign	o_b_stall = (o_cyc)&&(!r_a_owner) ? i_stall : 1'b1;
		assign	o_a_err   = (o_cyc)&&( r_a_owner) ? i_err : 1'b0;
		assign	o_b_err   = (o_cyc)&&(!r_a_owner) ? i_err : 1'b0;
	end else begin
		assign o_adr   = (r_a_owner) ? i_a_adr   : i_b_adr;
		assign o_dat   = (r_a_owner) ? i_a_dat   : i_b_dat;
		assign o_sel   = (r_a_owner) ? i_a_sel   : i_b_sel;
		assign	o_a_ack   = ( r_a_owner) ? i_ack   : 1'b0;
		assign	o_b_ack   = (!r_a_owner) ? i_ack   : 1'b0;
		assign	o_a_stall = ( r_a_owner) ? i_stall : 1'b1;
		assign	o_b_stall = (!r_a_owner) ? i_stall : 1'b1;
		assign	o_a_err = ( r_a_owner) ? i_err : 1'b0;
		assign	o_b_err = (!r_a_owner) ? i_err : 1'b0;
	end endgenerate
endmodule
==> run_results.csv <==
group,metric,value,unit
final_timing,worstMarginPinSlew,0.476,ns
detailed_routing,wire_per_inst,17.0,um
worst_setup_path,start_kind,"primary input",
floorplan,ios,223,
detailed_routing,route.detailed.drc,0,
worst_setup_path,endpoint_kind,"output port",
final_timing,finalMaxSlewViolations,0,
final_layout,syn2layout_area_growth,233,%
detailed_routing,wl,7010,um
place,gp_congestion,0.820,
place,port_buffers,222,
worst_setup_path,worstPathMaxFanout,2,
final_timing,final.setup.tns,0,ns
final_layout,largest_register_ff_count,1,
final_layout,final_cell_mix,"clkdlybuf4s50_1, mux2_2, mux2_4, nor2b_1, and2_1",
run,warnings,28,
worst_setup_path,r2r_end,"r_a_owner",
worst_setup_path,required,2.88,ns
place,dp_hpwl,6360,um
run_status,status,"finished clean",
final_timing,hold_slack,0.699,ns
worst_setup_path,path_buffers,2,
worst_setup_path,reg2regPathDepth,2,
worst_setup_path,r2r_start,"r_a_owner",
final_layout,top_register,"r_a_owner",
synth,ys_cells,90,
power,leakage,1.27,nW
cts,postCtsSetupRepairBufs,0,
final_layout,drive_gt1_share,24.3,%
synth,ys_ff,1,
cts,clk_pin_slew,0,ns
floorplan,coreArea,0.00868,mm2
final_timing,slew_headroom,68.3,%
global_route,antenna_found_initial,0,
final_timing,fin_crit_sh,71.6,%
final_timing,finalClockSkew,0,ns
final_layout,lay_top_count,"clkdlybuf4s50_1",
synth,yosys_area,991,um2
min_path,hold_depth,2,
final_timing,fmax,388,MHz
synth,syn_inst,90,
synth,postSynthSeqShare,2.02,%
place,dpl_worst_slack,1.01,ns
final_layout,final.fill_count,883,
worst_setup_path,r2r_setup_slack,2.65,ns
final_timing,setup_violations,0,
floorplan,die_x,114,um
detailed_routing,drt_iter0_markers,42,
worst_setup_path,cpLargestDelayFamily,"buffers and inverters",
floorplan,initCoreUtil,11.4,%
global_route,grtUsageTotal,9.51,%
global_route,grt_pass1_vias,1728,
global_route,grt_pass1_wl,10100,um
floorplan,rows,34,
min_path,hp-class,"flip-flop to flip-flop",
min_path,hold_path_startpoint,"r_a_owner",
detailed_routing,ant_nets,0,
final_timing,rsz0062_at_grt,"no",
final_layout,final_core_util,38.0,%
global_route,gr-total-overflow,0,
synth,syn_area,991,um2
final_timing,worst_slack,1.02,ns
detailed_routing,antenna_cells,0,
worst_setup_path,slowest_delay,0.44,ns
global_route,grt_max_degree,45,
power,p_per_area,124,mW/mm2
synth,ys_warn_count,1,
min_path,hold_end,"r_a_owner",
cts,clk_latency,0,ns
synth,avgSynthCellArea,11.0,um2
synth,synth.distinct_cells,11,
detailed_routing,vias,1570,
final_layout,reg_top3,"r_a_owner (1)",
power,peakVddDrop,0.0755,mV
run,maxCapViolCount,0,
worst_setup_path,critPathSlowestCell,"clkdlybuf4s50_1",
final_timing,hold_violations,0,
cts,hold_buffers,0,
detailed_routing,vias_per_cell,3.81,
place,placed_cells,412,
worst_setup_path,timing.critical_path.arrival,1.86,ns
final_layout,finalNonFillerCells,412,
final_timing,finalCriticalPeriod,2.58,ns
worst_setup_path,crit_type,"primary input to output port",
worst_setup_path,worstPathCellList,"clkdlybuf4s50_1 -> mux2_2 -> clkdlybuf4s50_1",
floorplan,design.die.area,0.0130,mm2
detailed_routing,first_pass_iters,4,
cts,ctsResizeCount,0,
floorplan,die-height,114,um
worst_setup_path,cpMostUsedCell,"clkdlybuf4s50_1",
==> worst register-to-register path: stages, from the launching register on <==
cell and delay [ns]:
dfxtp_4 0.63, inv_1 0.08, o21ai_0 0.16
==> worst max path at each step <==
stage / start / end / slack (ns) / cells past startpoint
4_1_cts: i_a_cyc / o_cyc / 1.01 / 3
5_1_grt: i_b_stb / o_stb / 0.99 / 3
6_report: i_a_cyc / o_cyc / 1.02 / 3
==> kinds of logic after synthesis <==
kind of cell	share of synthesized area, %
buffers and inverters	7.45
AOI/OAI and AO/OA	0.505
muxes	85.6
DFF	2.02
and+or+nand+nor	4.42
==> final cells by class <==
cell class | count | area [um2] | area share (%)
inverters | 1 | 3.75 | 0.114
multi-input cells | 79 | 897 | 27.2
flip-flops and latches | 1 | 23.8 | 0.720
well taps | 108 | 135 | 4.09
repair buffers | 223 | 2240 | 67.9
==> stage by stage <==
step	power, W	cell area [um2]
2_1_floorplan	0.000110	991
3_3_place_gp	0.000418	3300
3_5_place_dp	0.000418	3300
4_1_cts	0.000421	3300
5_1_grt	0.000441	3300
6_report	0.000411	3300
==> power by group <==
part | leakage [nW] | internal, W | switching (W)
combinational | 1.26 | 0.000323 | 0.0000667
sequential | 0.00839 | 0.0000119 | 0.00000967
clock | 0 | 0 | 0
total | 1.27 | 0.000335 | 0.0000763
==> per-layer routing <==
metal,routed length (um),track usage (%),share of wire [%]
met1,2650,10.8,38
met2,3550,17.3,51
met3,779,3.56,11
met4,34,0.418,0.48
met5,0,0,0
==> cell usage after synthesis <==
master | n | area [um2]
mux2_2 | 58 | 653
mux2_4 | 13 | 195
buf_2 | 5 | 25.0
buf_6 | 4 | 45.0
nor2b_1 | 3 | 18.8
and2_1 | 2 | 12.5
dfxtp_1 | 1 | 20.0
inv_1 | 1 | 3.75
nand2b_1 | 1 | 6.26
o21ai_0 | 1 | 5.00
or2_2 | 1 | 6.26
Power and IR drop assume default switching activity.
