==> ./design.v <==
`default_nettype	none
module sfifo(i_clk, i_reset, i_wr, i_data, o_full, i_rd, o_data, o_empty, o_err);
	parameter	DW=8;		 
	parameter	LGFLEN=4;	 
	input	wire		i_clk, i_reset;
	input	wire		i_wr;
	input	wire [(DW-1):0]	i_data;
	output	reg		o_full;		 
	input	wire		i_rd;
	output	wire [(DW-1):0]	o_data;
	output	reg		o_empty;	 
	output	wire		o_err;		 
	localparam	FLEN=(1<<LGFLEN);
	reg	[(DW-1):0]	fifo[0:(FLEN-1)];
	reg	[LGFLEN:0]	wraddr, rdaddr, r_next;
	wire	[LGFLEN:0]	w_first_plus_one, w_first_plus_two,
				w_last_plus_one;
	assign	w_first_plus_two = wraddr + {{(LGFLEN-1){1'b0}},2'b10};
	assign	w_first_plus_one = wraddr + {{(LGFLEN){1'b0}},1'b1};
	assign	w_last_plus_one  = r_next;  
	initial	o_full = 1'b0;
	always @(posedge i_clk)
		if (i_reset)
			o_full <= 1'b0;
		else if (i_rd)
			o_full <= (o_full)&&(i_wr);
		else if (i_wr)
			o_full <= (o_full)
				||((w_first_plus_one[LGFLEN-1:0]
						== rdaddr[LGFLEN-1:0])
				&&(w_first_plus_one[LGFLEN]!=rdaddr[LGFLEN]));
		else if ((wraddr[LGFLEN-1:0] == rdaddr[LGFLEN-1:0])
				&&(wraddr[LGFLEN]!=rdaddr[LGFLEN]))
			o_full <= 1'b1;
	reg	r_ovfl;
	initial	wraddr = 0;
	initial	r_ovfl  = 0;
	always @(posedge i_clk)
		if (i_reset)
		begin
			r_ovfl  <= 1'b0;
			wraddr <= 0;
		end else if (i_wr)
		begin  
			if ((i_rd)||(!o_full))
				wraddr <= wraddr + 1'b1;
			else
				r_ovfl <= 1'b1;
		end
	always @(posedge i_clk)
		if ((i_wr)&&(!o_full))
			fifo[wraddr[(LGFLEN-1):0]] <= i_data;
	initial	o_empty = 1'b1;
	always @(posedge i_clk)
		if (i_reset)
			o_empty <= 1'b1;
		else if (i_wr)
			o_empty <= 1'b0;
		else if (i_rd)
			o_empty <= (o_empty)||(w_last_plus_one == wraddr);
		else
			o_empty <= (rdaddr == wraddr);
	reg		r_unfl;
	initial	r_unfl = 1'b0;
	initial	rdaddr = 0;
	initial	r_next = { {(LGFLEN-1){1'b0}}, 1'b1 };
	always @(posedge i_clk)
		if (i_reset)
		begin
			rdaddr <= 0;
			r_next <= { {(LGFLEN){1'b0}}, 1'b1 };
			r_unfl <= 1'b0;
		end else if (i_rd)
		begin
			if (!o_empty)  
			begin
				rdaddr <= r_next;
				r_next <= rdaddr +{{(LGFLEN-1){1'b0}},2'b10};
			end else
				r_unfl <= 1'b1;
		end
	assign	o_data = fifo[rdaddr[LGFLEN-1:0]];
	assign o_err = (r_ovfl)||(r_unfl);
endmodule
==> ./run.sh <==
#!/bin/bash
# OpenROAD 26Q1-2900-gdf79404cd8, Yosys 0.63+post, stock flow scripts
make -C /OpenROAD-flow-scripts/flow DESIGN_CONFIG=/design/flow/config.mk WORK_HOME=/design/flow/orfs finish
==> ./config.mk <==
export PLATFORM = sky130hd
export DESIGN_NAME = sfifo
export DESIGN_NICKNAME = sfifo
export VERILOG_FILES = /design/flow/design.v
export SDC_FILE = /design/flow/constraint.sdc
export NUM_CORES = 4
export LEC_CHECK = 1
export CORE_UTILIZATION = 30
==> ./constraint.sdc <==
current_design sfifo

set clk_period 3.1
set clk_io_pct 0.2

create_clock -name clk0 -period $clk_period [get_ports {i_clk}]

set non_clock_inputs [all_inputs -no_clocks]
set_input_delay [expr $clk_period * $clk_io_pct] -clock clk0 $non_clock_inputs
set_output_delay [expr $clk_period * $clk_io_pct] -clock clk0 [all_outputs]
==> flow_summary.ini <==
; implementation run metrics
[outcome]
status = finished, final reports clean

[cts]
htree_num_levels = 4
cts_hold_repair.buffers = 0
tritoncts_clock_tree = built
clock.latency.late_pin_ns = 0.41
tritoncts_buffer_count = 17
clk_sink_count = 147
root_buffer_master = sky130_fd_sc_hd__clkbuf_16
cts_clock_pin_slew_for_the_worst_setup_and_hold_paths_ns = 0.06
ctsLongestPathBuffers = 2

[final_timing]
hold_slack_ns = 0.465
maxSlewViolCount = 0
rsz_0062_raised_after_global_routing = true
setup_viol_count_final = 0
fin_crit_sh_pct = 99.4
period_minus_slack_ns = 3.08
setup_slack_ns = 0.0194
max_freq_mhz = 325
hold_fails_final_rpt = 0
clock-skew-final_ns = 0.00996
worst_rel_slew_slack_pct = 61.8
tightestPinTransition_ns = 0.573

[setup_path]
critical_path.max_fanout = 20
critPathCaptureType = output port
reg2regPathDepth = 3
required_ns = 2.48
startpoint_type = flip-flop
timing_worst_setup_path_type = flip-flop to output port
worst-endpoint-arrival_ns = 2.46

[layout]
final_layout_top_logic_cells = sky130_fd_sc_hd__edfxtp_1 (128), sky130_fd_sc_hd__mux4_2 (24), sky130_fd_sc_hd__clkdlybuf4s50_1 (20), sky130_fd_sc_hd__buf_4 (19), sky130_fd_sc_hd__dfxtp_1 (18)
synthToLayoutAreaGrowth_pct = 19.9
layout.area.seq_um2 = 4230
finished_layout_cells = 645
final_core_utilization_pct = 37.0
lay_top_count = sky130_fd_sc_hd__edfxtp_1
layout.filler_cells = 1814
drive_gt1_share_pct = 21.8
final-comb-area_um2 = 1660

[pwr]
pwr_density_cell_nw_per_um2 = 612
p_sw_uw = 985
internal-power_mw = 3.46
leakage_nw = 2.39
combinational_power_share_pct = 5.8
fin_total_pwr_mw = 4.45
seq_power_share_pct = 49.5
power.switching_fraction_pct = 22.1
ir_worst_vdd_v = 0.000378
clockPowerShare_pct = 44.8

[grt]
grt_start_max_net_pins = 39
number_of_global_route_vias_before_repair = 3150
grt_pass1_wl_mm = 18.0
globalRouteTotalUtil_pct = 12.7
grt_antenna_before_repair = 0
grt.overflow.total = 0

[drt]
wl_per_cell_um = 18.1
vias_per_cell = 4.62
vias = 2982
detail-route-antenna-nets = 0
wl_mm = 11.7
drt_first_iter_violations = 270
drt_drc_violations_left = 0
antenna_cells = 0
drt_pre_antenna_iters = 4

[synthesis]
flop_cell = sky130_fd_sc_hd__edfxtp_1
async_reset_ff_share_pct = 0
postSynthAreaPerCell_um2 = 18.9
yosys-stat-cells = 320
synthesis.area_um2 = 6060
synth-edff-count = 128
count_of_state_elements_after_synthesis = 147
synth_cell_types = 36
synthesis.yosys.warnings = 1
yosysChipArea_um2 = 6060
seq_area_frac_synth_pct = 69.7
synth_cells = 320

[flow_run]
cap_viol_max_count = 0
tool_warnings = 30

[placed_design]
portBuffers = 22
finalWeightedCongestion = 0.778
post-place-ws_ns = 0.278
dp.cells = 608
hpwl_mm = 7.29

[floorplanning]
initCoreUtil_pct = 30.8
dieArea_um2 = 20800
die_x_um = 144
io_pins = 23
rows = 51
core_area_um2 = 19700
die_y_um = 144

[worst_hold_path]
holdCritPathClass = flip-flop to flip-flop
min_delay_path_depth = 2
## through the flow
stage / setup TNS, ns / cell area [µm²]
4_1_cts: -0.0361 / 7230
2_1_floorplan: 0 / 6060
3_5_place_dp: 0 / 6650
5_1_grt: -0.232 / 7270
6_report: 0 / 7270
3_3_place_gp: 0 / 6650
## final cells by class
class	instances	share of cell area (%)
clock inverter	15	2.19
multi-input combinational	152	22.9
timing repair buffer	46	6.21
clock buffer	17	5.85
inverter	3	0.155
sequential	147	58.2
tap	265	4.56
## kinds of logic after synthesis
logic type	synth area share [%]
muxes	16.5
DFF	69.7
adders and majority gates	1.03
AOI/OAI and AO/OA	1.82
buffers and inverters	2.60
and+or+nand+nor	5.63
xor gates and xnor gates	2.75
## synthesized netlist by cell type, types with 2 or more instances
| cell | count | share of area, % |
|---|---|---|
| sky130_fd_sc_hd__dfxtp_1 | 19 | 6.3 |
| sky130_fd_sc_hd__nor2_1 | 13 | 0.81 |
| sky130_fd_sc_hd__clkbuf_1 | 6 | 0.37 |
| sky130_fd_sc_hd__nand2_1 | 17 | 1.1 |
| sky130_fd_sc_hd__nand3_1 | 7 | 0.58 |
| sky130_fd_sc_hd__inv_1 | 3 | 0.19 |
| sky130_fd_sc_hd__nand2b_1 | 3 | 0.31 |
| sky130_fd_sc_hd__buf_12 | 2 | 0.66 |
| sky130_fd_sc_hd__buf_6 | 3 | 0.56 |
| sky130_fd_sc_hd__and2_1 | 17 | 1.8 |
| sky130_fd_sc_hd__mux4_2 | 19 | 7.1 |
| sky130_fd_sc_hd__buf_4 | 3 | 0.37 |
| sky130_fd_sc_hd__xor2_1 | 12 | 1.7 |
| sky130_fd_sc_hd__nor2b_1 | 2 | 0.21 |
| sky130_fd_sc_hd__xnor2_1 | 7 | 1.0 |
| sky130_fd_sc_hd__a21oi_1 | 10 | 0.83 |
| sky130_fd_sc_hd__mux4_1 | 21 | 9.1 |
| sky130_fd_sc_hd__nor3b_1 | 2 | 0.25 |
| sky130_fd_sc_hd__a211oi_1 | 3 | 0.37 |
| sky130_fd_sc_hd__mux2i_1 | 2 | 0.33 |
| sky130_fd_sc_hd__ha_1 | 5 | 1.0 |
| sky130_fd_sc_hd__nor3_1 | 2 | 0.17 |
| sky130_fd_sc_hd__edfxtp_1 | 128 | 63 |
| sky130_fd_sc_hd__buf_1 | 2 | 0.12 |
## power by group through the flow
| stage | Combinational, mW | Clock [mW] | Sequential [mW] |
|---|---|---|---|
| 4_1_cts | 0.252 | 2.03 | 2.20 |
| 5_1_grt | 0.283 | 2.12 | 2.20 |
| 6_report | 0.256 | 1.99 | 2.20 |
## repair_timing
item                                    CTS  global route
pin swaps                                 0             0
gates resized                            10             2
setup buffers                             0             5
endpoints found under the setup margin    8             6
## worst paths after layout
check | start | slack, ns | endpoint
setup reg to reg | wraddr[3] | 1.18 | fifo[15][7]
hold / removal | r_ovfl | 0.47 | r_ovfl
hold reg to reg | r_ovfl | 0.47 | r_ovfl
setup / recovery | rdaddr[0] | 0.02 | o_data[4]
## state kept, by name (all words and copies together), names as in the netlist
name and cells:
r_ovfl 1, fifo 128, o_empty 1, wraddr 5, o_full 1, r_unfl 1, r_next 5, rdaddr 5
## metal layers
layer / global-route usage [%] / vias up / wire, µm
met5: 2.26 / - / 58
met4: 1.99 / 2 / 172
li1: - / 1379 / -
met3: 7.79 / 11 / 1230
met2: 19.4 / 112 / 5430
met1: 15.8 / 1478 / 4760
## worst max-delay path: stages, from the launching register on
cell                              delay [ns]
sky130_fd_sc_hd__dfxtp_4                0.37
sky130_fd_sc_hd__buf_12                 0.18
sky130_fd_sc_hd__mux4_1                 0.59
sky130_fd_sc_hd__mux4_2                 0.48
sky130_fd_sc_hd__clkdlybuf4s50_1        0.42
Power figures rest on the tool's default switching activity, not on a simulated workload.
