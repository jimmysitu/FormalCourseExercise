### design/flow/run.sh
#!/bin/bash
# OpenROAD 26Q1-2900-gdf79404cd8, Yosys 0.63+post, stock flow scripts
make -C /OpenROAD-flow-scripts/flow DESIGN_CONFIG=/design/flow/config.mk WORK_HOME=/design/flow/orfs finish
### design/flow/config.mk
export PLATFORM = sky130hd
export DESIGN_NAME = dblpipe
export DESIGN_NICKNAME = dblpipe
export VERILOG_FILES = /design/flow/design.v
export SDC_FILE = /design/flow/constraint.sdc
export NUM_CORES = 4
export LEC_CHECK = 1
export CORE_AREA = 10 10 70 70
export DIE_AREA = 0 0 80 80
### design/flow/constraint.sdc
current_design dblpipe

set clk_period 1.4
set clk_io_pct 0.2

create_clock -name clk0 -period $clk_period [get_ports {i_clk}]

set non_clock_inputs [all_inputs -no_clocks]
set_input_delay [expr $clk_period * $clk_io_pct] -clock clk0 $non_clock_inputs
set_output_delay [expr $clk_period * $clk_io_pct] -clock clk0 [all_outputs]
### design/flow/design.v
`default_nettype	none
module dblpipe(i_clk,
		i_ce, i_data, o_data);
	input	wire	i_clk, i_ce;
	input	wire	i_data;
	output	wire	o_data;
	wire	a_data, b_data;
	lfsr_fib	one(i_clk, 1'b0, i_ce, i_data, a_data);
	lfsr_fib	two(i_clk, 1'b0, i_ce, i_data, b_data);
	initial	o_data = 1'b0;
	always @(posedge i_clk)
		o_data <= a_data ^ b_data;
endmodule
`default_nettype	none
module	lfsr_fib(i_clk, i_reset, i_ce, i_in, o_bit);
	parameter		LN=8;	 
	parameter [(LN-1):0]	TAPS = 8'h2d,
				INITIAL_FILL = { { (LN-1){1'b0}}, 1'b1 };
	input	wire			i_clk, i_reset, i_ce, i_in;
	output	wire			o_bit;
	reg	[(LN-1):0]	sreg;
	initial	sreg = INITIAL_FILL;
	always @(posedge i_clk)
		if (i_reset)
		begin
			sreg <= INITIAL_FILL;
		end else if (i_ce)
		begin
			sreg[(LN-2):0] <= sreg[(LN-1):1];
			sreg[(LN-1)] <= (^(sreg & TAPS)) ^ i_in;
		end
	assign	o_bit = sreg[0];
endmodule
==> impl_metrics.json <==
{
  "critPathMaxStageDelay_ns": 0.41,
  "r2r_cells": 2,
  "synth.lib_cells_used.distinct": 5,
  "synth.largest_area_cell": "edfxtp_1",
  "final.period_utilization_pct": 85.1,
  "synth_cells": 24,
  "ys_area_um2": 589,
  "critical_path_peak_fanout": 2,
  "critical_path_required_ns": 1.43,
  "cts.root.buffer_cell": "clkbuf_4",
  "flop_cell": "edfxtp_1",
  "yosys_register_bits": 17,
  "dieHeight_um": 80,
  "die-area_um2": 6400,
  "synth.cell_area_um2": 589,
  "hold_path_depth": 0,
  "worstPathArrival_ns": 1.23,
  "min-delay-start": "one.sreg[6]$_DFFE_PP_",
  "grt_pass1_wl_um": 1110,
  "synth_dominant_cell_count": "edfxtp_1",
  "gr_ovfl_total": 0,
  "timing.hold.worst_endpoint": "one.sreg[5]$_DFFE_PP_",
  "cts_max_level": 1,
  "critical_path_buf_inv_count": 0,
  "crit_path_capture_type": "flop",
  "fp_util_pct": 17.3,
  "worst_slew_pin_slew_ns": 0.170,
  "final_non_filler_cell_total": 78,
  "synth-cells-yosys": 24,
  "outcome": "finished, final reports clean",
  "static-leakage-power_nw": 0.258,
  "period_minus_slack_ns": 1.19,
  "clk_pin_slew_worst_paths_ns": 0.09,
  "crit-reg2reg-capture": "one.sreg[7]$_DFFE_PP_",
  "wl_per_cell_um": 8.26,
  "setup_repair_after_global_routing_missed_its_margin": "no",
  "synth-edff-count": 16,
  "setup_viol": 0,
  "placedCellCount": 74,
  "tritoncts.num_buffers": 3,
  "hold_viol_final": 0,
  "cpMaxStageDelayCell": "edfxtp_1",
  "r2r_setup_slack_ns": 0.21,
  "yosys-top-cells-area": "edfxtp_1 (82%), xnor3_1 (7.6%), xor2_1 (4.5%)",
  "route.detailed.drc": 0,
  "numClockSinks": 17,
  "rr_startpoint": "one.sreg[0]$_DFFE_PP_",
  "maxSlewViolCount": 0,
  "drt_wl_total_um": 644,
  "width_of_the_die_um": 80,
  "top_area_share_pct": 81.5,
  "rows": 21,
  "synth_async_sr_flop_share_pct": 0,
  "clk_latency_ns": 0.28,
  "antenna-diode-count": 0,
  "dr_total_vias": 213,
  "io_pins": 4,
  "max_slew_margin_pct": 88.6,
  "layout-area-overhead-vs-synth_pct": 23.1,
  "power.density_nw_per_um2": 1300,
  "top_cells_by_count": "edfxtp_1 (16), xor2_1 (3), xnor2_1 (2), xnor3_1 (2), dfxtp_1 (1)",
  "worstSetupStartpointType": "flop",
  "critPathTopFamily": "XOR/XNOR gates",
  "route.antenna.remaining_nets": 0,
  "drt_pre_antenna_iters": 3,
  "groute.usage.overall_pct": 2.26,
  "cts_tree": "yes",
  "drt_first_iter_violations": 2,
  "drive_gt1_share_pct": 12.5,
  "yosysWarnings": 4,
  "openroad.warnings": 25,
  "worst_vdd_drop_mv": 0.931,
  "post_cts_buffers": 0,
  "worstPathCellList": "xnor3_1 > xnor2_1",
  "gp_congestion": 0.726,
  "timing.hold.worst.class": "reg -> reg",
  "max_clock_freq_mhz": 840,
  "yosysSeqAreaShare_pct": 84.9,
  "clockBufferDepth": 2,
  "drv_cap": 0,
  "filler_cell_count": 368,
  "grt_antenna_before_repair": 0,
  "port_buffers": 3,
  "syn-mean-instance-area_um2": 24.6,
  "grt_start_max_net_pins": 17,
  "finish.utilization_pct": 21.2,
  "average_via_count_per_standard_cell": 2.73,
  "fin_tns_setup_ns": 0,
  "first_global_vias": 239,
  "critical_path_class": "reg -> reg",
  "post_cts_resized": 0,
  "placeableCoreArea_um2": 3420,
  "post_cts_hold_fix_buffer_tally": 0,
  "timing.clock.skew_ns": 0.00849
}
==> cells in the final DEF, fill, tap and decap left out, drive strengths merged <==
| master | instances |
|---|---|
| xnor3 | 2 |
| dfxtp | 1 |
| dlymetal6s2s | 1 |
| clkbuf | 4 |
| buf | 1 |
| xnor2 | 2 |
| xor2 | 3 |
| clkdlybuf4s50 | 2 |
| edfxtp | 16 |
==> power by group <==
group / switching (mW) / internal (mW) / total (mW)
sequential: 0.0166 / 0.612 / 0.628
clock: 0.136 / 0.111 / 0.246
combinational: 0.0237 / 0.0441 / 0.0678
==> state kept, by name, indices dropped and copies added (netlist names) <==
name,cells
o_data,1
one.sreg,8
two.sreg,8
==> worst max path at each step <==
stage,from,endpoint,depth (start not counted)
final,one.sreg[0]$_DFFE_PP_,one.sreg[7]$_DFFE_PP_,2
after global routing,one.sreg[0]$_DFFE_PP_,one.sreg[7]$_DFFE_PP_,2
after CTS,o_data$_DFF_P_,o_data,1
==> worst register-to-register path, stage by stage, from the launching register on <==
cell and delay [ns]:
edfxtp_1 0.41, xnor3_1 0.40, xnor2_1 0.13
==> per-stage QoR <==
step | area [um2] | total power, mW | hold WS (ns) | setup WS [ns]
2_1_floorplan | 589 | 0.673 | 0.392 | 0.269
5_1_grt | 726 | 1.00 | 0.438 | 0.183
3_5_place_dp | 697 | 0.710 | 0.405 | 0.0473
3_3_place_gp | 697 | 0.708 | 0.405 | 0.0578
6_report | 726 | 0.942 | 0.415 | 0.209
4_1_cts | 723 | 0.958 | 0.420 | 0.0339
==> cells by family (layout without fill, tap and decap cells) <==
group / Yosys count / after routing / share of synthesized area (%)
buf+inv: 0 / 8 / 0
flops: 17 / 17 / 84.9
xor+xnor: 7 / 7 / 15.1
==> routing by layer <==
layer,track usage (%),wire (um),share of wire [%],vias to the layer above
li1,-,-,-,107
met1,3.16,347,54,98
met2,2.73,226,35,8
met3,1.70,69,11,0
met4,0.352,0,0,0
met5,0,0,0,-
==> cell type report <==
cell class	count	area, um2	area share (%)
clock buffers	4	26.3	3.62
multi-input cells	7	88.8	12.2
flip-flops and latches	17	500	69.0
well taps	46	57.6	7.93
repair buffers	4	52.6	7.24
No activity file was given, so power comes from the tool's default toggle rates.
